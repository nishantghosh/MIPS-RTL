### flow/run.sh
#!/bin/bash
# OpenROAD 26Q1-2900-gdf79404cd8, Yosys 0.63+post, stock flow scripts
make -C /OpenROAD-flow-scripts/flow DESIGN_CONFIG=/design/flow/config.mk WORK_HOME=/design/flow/orfs finish
### flow/config.mk
export PLATFORM = sky130hd
export DESIGN_NAME = syscall_unit
export DESIGN_NICKNAME = syscall_unit
export VERILOG_FILES = /design/flow/design.v
export SDC_FILE = /design/flow/constraint.sdc
export NUM_CORES = 4
export LEC_CHECK = 1
export CORE_AREA = 10 10 70 70
export DIE_AREA = 0 0 80 80
### flow/constraint.sdc
current_design syscall_unit

set clk_period 1.6
set clk_io_pct 0.2

create_clock -name clk0 -period $clk_period

set non_clock_inputs [all_inputs -no_clocks]
set_input_delay [expr $clk_period * $clk_io_pct] -clock clk0 $non_clock_inputs
set_output_delay [expr $clk_period * $clk_io_pct] -clock clk0 [all_outputs]
### flow/design.v
module syscall_unit( 
   syscall_halt,
   pc, r_v0, Sys, rst_b, clk
   );
	output wire        syscall_halt;
	input       [31:0] pc, r_v0;
	input 	           Sys, rst_b, clk;
	assign 	syscall_halt = rst_b && Sys && (r_v0 == 32'h0a);
	// synthesis translate_off
	always @(posedge clk)
		if (rst_b && Sys)
			case(r_v0)
			32'h0a: begin
				$display("[End of program at 0x%h]", pc);
			end
			endcase
	// synthesis translate_on
endmodule
==> flow_summary.json <==
{
  "netlist_area_um2": 110,
  "maxSlewHeadroom_pct": 84.9,
  "remaining_drc_errors": 0,
  "ios": 68,
  "globalRoute.totalOverflow": 0,
  "avgSynthCellArea_um2": 8.47,
  "route.antenna.remaining_nets": 0,
  "cts.repair_timing.setup_buffer_count": 0,
  "report.final.hold_viol_count": 0,
  "slowest_stage": "nor4_1",
  "viasPerCell": 2.77,
  "slew_viol_final": 0,
  "detail_route.wirelength_um": 1350,
  "count_of_instantiated_cells_in_the_yosys_netlist": 13,
  "final.clkbuf_count": 0,
  "syn_inst": 13,
  "vdd.ir_drop.worst_mv": 0.0146,
  "yosys-mux-area-fraction_pct": 0,
  "rows": 21,
  "wire_per_inst_um": 14.0,
  "unrepaired_setup_endpoints_after_global_routing": "false",
  "flow.area_growth_from_synthesis_pct": 337,
  "setup_viol_count_final": 0,
  "fin_area_um2": 482,
  "tightestPinTransition_ns": 0.224,
  "yosys_warnings": 1,
  "n_fill_cell": 404,
  "placement.cell_area_um2": 518,
  "yosysTopAreaCell": "nor4_2",
  "max_stage_delay_ns": 0.27,
  "worstPathCellList": "dlygate4sd2_1 -> nor4_1 -> nand2_1 -> nor3_2 -> buf_2",
  "maximum_number_of_pins_on_one_net_before_global_route_repair": 2,
  "total_routing_resource_utilization_after_global_routing_pct": 4.20,
  "synthAoiAreaFrac_pct": 0,
  "detail_route.first_pass.iterations": 1,
  "clock.fmax_mhz": 676,
  "min-delay-path-class": "in2out",
  "place.port_buffers": 35,
  "final_layout_size_suffix_gt1_share_pct": 33.3,
  "static-leakage-power_nw": 0.207,
  "die-width_um": 80,
  "yosysSeqAreaShare_pct": 0,
  "synthSimpleGateAreaFrac_pct": 100,
  "number_of_antenna_violations_at_the_first_check_in_global_routing": 2,
  "timing.critical_path.from_type": "input pin",
  "outcome": "finished clean",
  "coreArea_um2": 3420,
  "finalClockPeriodUsage_pct": 92.4,
  "synth.cellmix.adderShare_pct": 0,
  "setup.worst_path.class": "in2out",
  "initial_utilization_pct": 3.22,
  "synthTopCellsByArea": "nor4_2, nor4_1, nor4b_2, and4b_1, nor3_2",
  "setup.worst_path.end_class": "output pin",
  "sequential_cell_area_um2": 0,
  "post_synth_most_frequent_cells": "nor4_1, nor4_2",
  "gpl.final_weighted_congestion": 0.707,
  "overall_power_uw": 69.9,
  "worstHoldPathCells": 5,
  "comb_area_um2": 123,
  "detailedPlace.worstSlack_ns": -0.541,
  "crit_required_ns": 1.28,
  "netlist.area_leader.share_pct": 34.1,
  "warning_count": 65,
  "layout.sequential_cells": 0,
  "routed-via-count": 266,
  "drtIter0Drc": 0,
  "fin_worst_setup_slack_ns": 0.122,
  "drv.max_cap_violation_count": 0,
  "fp.dieH_um": 80,
  "yosysChipArea_um2": 110,
  "grt_pass1_wl_um": 2040,
  "yosys.cell_types.count": 9,
  "synth_xor_xnor_area_share_pct": 0,
  "critical_path_arrival_ns": 1.16,
  "chipArea_um2": 6400,
  "timing.critical_path.fanout_max": 1,
  "finalCriticalPeriod_ns": 1.48,
  "power_density_nw_per_um2": 145,
  "worst_hold_slack_ns": 0.988,
  "grt_pass1_vias": 318,
  "logic_family": "simple AND/OR/NAND/NOR gates"
}
-- placed cells by master (no fill, tap or decap), drive strengths merged --
master,netlist,routed
clkdlybuf4s50,0,2
nand4,1,1
buf,0,1
clkdlybuf4s15,0,8
nor2,1,1
nand3,1,1
nor3,1,1
nor4b,1,1
nor4,6,6
nand2,1,1
dlygate4sd2,0,13
diode,0,2
and4b,1,1
clkbuf,0,8
dlymetal6s2s,0,3
-- layer usage --
layer	share of wire (%)	track usage, %
met2	36	5.62
met4	0	0
met1	38	4.68
met3	26	4.66
met5	0	0
-- metrics by stage --
stage | utilization (%) | std cells | setup TNS, ns
after detailed placement | 15.2 | 94 | -0.541
after CTS | 14.3 | 94 | 0
final | 14.1 | 96 | 0
after floorplan | - | 13 | 0
after global routing | 14.0 | 95 | 0
after global placement | 15.2 | 94 | -0.530
-- cells by family (layout without fill, tap and decap cells) --
group | count (synthesis) | after routing
AND/OR/NAND/NOR | 13 | 13
other | 0 | 2
buffers and inverters | 0 | 35
-- cell type report --
| cell class | instances | area share, % |
|---|---|---|
| antenna | 2 | 1.04 |
| multi-input combinational | 13 | 25.5 |
| tap | 46 | 11.9 |
| timing repair buffer | 35 | 61.6 |
-- worst paths after layout --
kind | from | to | slack [ns]
worst min-delay path | r_v0[24] | syscall_halt | 0.99
worst max-delay path | r_v0[15] | syscall_halt | 0.12
-- worst max-delay path, delay by kind of cell --
family | cells | cell delay (ns)
buffers and inverters | 2 | 0.35
and+or+nand+nor | 3 | 0.50
-- power by group --
group	leakage [nW]	total (mW)	switching (mW)	internal (mW)
Combinational	0.207	0.0699	0.0201	0.0498
Clock	0.0000127	0.000000167	0	0.000000167
Sequential	0	0	0	0
Total	0.207	0.0699	0.0201	0.0498
-- repair_timing --
item                       in CTS  in global routing
hold endpoints to repair        0                  0
pin swaps                      12                  9
hold buffers                    0                  0
gates resized                  34                 27
setup endpoints to repair       1                  1
Power is estimated from default activity; no workload was simulated.

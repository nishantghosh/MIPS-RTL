==> flow/design.v <==
module exception_unit( 
   exception_halt, load_ex_regs, load_bva, cause, load_bva_sel,
   pc, IBE, DBE, RI, Ov, BP, AdEL_inst, AdEL_data, AdES, CpU, clk,
   rst_b
   );
	output wire      exception_halt, load_ex_regs, load_bva;
	output reg [4:0] cause;
	output wire      load_bva_sel;
	input     [31:0] pc;
	input            IBE, DBE, RI, Ov, BP, AdEL_inst, AdEL_data, AdES, CpU;
	input            clk, rst_b;
	assign exception_halt = rst_b && (AdEL_inst || IBE);
	assign load_ex_regs = rst_b && (IBE || DBE || RI || Ov || BP || AdEL_inst ||
	                                AdEL_data || AdES || CpU);
	assign load_bva = rst_b && (AdEL_inst || AdEL_data || AdES || IBE || DBE);
	assign load_bva_sel = AdEL_data || AdES || DBE;
	always @(*) begin
		cause = 0;
		case (1'b1)
		AdEL_inst: cause = 5'd4;
		AdEL_data: cause = 5'd4;
		AdES:      cause = 5'd5;
		IBE:       cause = 5'd6;
		DBE:       cause = 5'd7;
		CpU:       cause = 5'd11;
		RI:        cause = 5'd10;
		Ov:        cause = 5'd12;
		BP:        cause = 5'd9;
		endcase
	end
	// synthesis translate_off
	always @(posedge clk or negedge rst_b) begin
		if (rst_b) begin
			if(AdEL_inst == 1'b1)
				$display("[Address error exception on load at 0x%h]", pc);
			else if(AdEL_data == 1'b1)
				$display("[Address error exception on load at 0x%h]", pc);
			else if(AdES == 1'b1)
				$display("[Address error exception on store at 0x%h]", pc);
			else if(IBE == 1'b1)
				$display("[Instruction bus error exception at 0x%h]", pc);
			else if(DBE == 1'b1)
				$display("[Data bus error exception at 0x%h]", pc);
			else if(CpU == 1'b1)
				$display("[Coprocessor unusable exception at 0x%h]", pc);
			else if(RI == 1'b1)
				$display("[Reserved instruction exception at 0x%h]", pc);
			else if(Ov == 1'b1)
				$display("[Arithmetic overflow exception at 0x%h]", pc);
			else if(BP == 1'b1)
				$display("[Breakpoint exception at 0x%h]", pc);
		end
	end
	// synthesis translate_on
endmodule
==> flow/run.sh <==
#!/bin/bash
# OpenROAD 26Q1-2900-gdf79404cd8, Yosys 0.63+post, stock flow scripts
make -C /OpenROAD-flow-scripts/flow DESIGN_CONFIG=/design/flow/config.mk WORK_HOME=/design/flow/orfs finish
==> flow/config.mk <==
export PLATFORM = sky130hd
export DESIGN_NAME = exception_unit
export DESIGN_NICKNAME = exception_unit
export VERILOG_FILES = /design/flow/design.v
export SDC_FILE = /design/flow/constraint.sdc
export NUM_CORES = 4
export LEC_CHECK = 1
export CORE_AREA = 10 10 70 70
export DIE_AREA = 0 0 80 80
==> flow/constraint.sdc <==
current_design exception_unit

set clk_period 1.9
set clk_io_pct 0.2

create_clock -name clk0 -period $clk_period

set non_clock_inputs [all_inputs -no_clocks]
set_input_delay [expr $clk_period * $clk_io_pct] -clock clk0 $non_clock_inputs
set_output_delay [expr $clk_period * $clk_io_pct] -clock clk0 [all_outputs]
==> summary.txt <==
fresh numbers from the pnr run: status finished, violations left, failing checks setup timing, GR Overflow Total 0, number of nets with antenna violations after routing 0, Sw Pwr 0.0199 mW, routed length on met2 322 um, Initial Util 3.52%, I/O Buffers 18, metal3 WL 91 um, crit-path cells buf_6, or3_4, or3_4, buf_6, a21o_1, buf_2, fillers 403, Die Width 80 um, first-pass GRT wire length roughly 1100 um, chip area 6400 sq um, hold buffers post-CTS 0, Peak VDD IR ~0.000013 V, Crit Path Max Fanout 4, post-synth cell types 13, initial antenna violation count 0, diode count 0, via count 221, die y size 80 um, arrival time worst endpoint 1580 ps, HPWL Detailed 652 um, post-route cell area 375 sq um, GR Util All Layers 1.99%, wl on met1 roughly 310 um, share of cells above drive strength 1 42.5%, vias in the first global route 211, Area growth, synth to finish 213%, Tot Pwr 0.0534 mW, Iter 0 DRT Violations 0, Critical Path Slowest Stage Cell or3_4, Final Slew Violations 0, Cell Pwr Density 142 nW/um^2, core area 3420 sq um, Fmax approximately 0.51 GHz, Post-Place Worst Slack -644 ps, DRC viols 0, Post-DP Area around 370 sq um, Switching Share 37.2%, Final Wtd Congestion about 0.73, Yosys Instances 19, setup TNS -63.4 ps, Max stage delay on crit path 370 ps, crit share post-route 103%, Setup crit start kind primary input, final hold vios 0, Max Used Layer met3, max cap viols 0, Internal 0.0335 mW, via/cell ratio approximately 2.6, Synth warnings 2, YS chip area around 120 sq um, unrepaired setup endpoints after global routing yes, Critical Path RT 1520 ps, cells after synthesis 19, site row count 21, post-route setup slack -63.4 ps, final WL approximately 720 um, Crit. End Element output port, drt pass-1 iters 1, post-layout minimum cycle time 1960 ps, Hold Crit Class primary input to output port, sequential area share after synthesis 0%, largest net degree at the start of global routing 6, Layout clock buffers 0, WS Path Type primary input to output port, Seq cells 0, static leakage 0.157 nW, Seq pwr share 0%, setup violators final 1, Flop area 0 sq um, # IOs around 52, tool warnings 67, Synth Area per Inst around 6.3 sq um, Mapped Area approximately 120 sq um, Buf+Inv Stages, Crit Path 3, Largest delay share family, worst path simple AND/OR/NAND/NOR gates, combinational share of power 100.0%, routed len/inst 8.37 um, clock share of power 0%
==> synthesized netlist by cell type (all sizes together) <==
| cell type | n | area, sq um |
|---|---|---|
| and2 | 1 | 6.26 |
| nand2 | 1 | 3.75 |
| buf | 1 | 7.51 |
| a211oi | 1 | 7.51 |
| inv | 1 | 3.75 |
| nor4 | 1 | 6.26 |
| o41ai | 1 | 8.76 |
| a21o | 1 | 7.51 |
| or3 | 2 | 22.5 |
| o21a | 2 | 15.0 |
| nor2 | 5 | 18.8 |
| conb | 1 | 3.75 |
| a2111oi | 1 | 8.76 |
==> timing repair <==
item,CTS,global route
setup endpoints to repair,8,4
pin swaps,6,4
gates resized,39,3
setup buffers,1,0
==> metrics by stage <==
step / utilization [%] / cells / hold WS, ps
2_1_floorplan: - / 19 / 777
5_1_grt: 11.0 / 86 / 1100
6_report: 11.0 / 86 / 1070
4_1_cts: 10.5 / 86 / 1070
3_3_place_gp: 10.9 / 85 / 1720
3_5_place_dp: 10.9 / 85 / 1700
==> path summary, 6_finish.rpt <==
| path | to | depth (start not counted) | slack, ps | start |
|---|---|---|---|---|
| worst min-delay path | cause[0] | 4 | 1070 | AdES |
| worst max-delay path | cause[2] | 6 | -60 | AdEL_data |
==> per-layer routing <==
metal,GRT usage [%],vias up
li1,-,113
met1,2.44,95
met2,3.45,13
met3,0.682,0
met4,0,0
met5,0,-
==> layout by cell type, fill, tap and decap left out <==
master	Yosys	layout
a21o_1	1	1
dlygate4sd2_1	0	6
nor4_4	0	1
dlymetal6s2s_1	0	1
a211oi_1	1	1
buf_4	1	3
clkdlybuf4s50_1	0	3
nand2_1	1	1
a2111oi_2	0	1
o41ai_1	1	1
or3_4	2	2
o21a_1	2	2
inv_1	1	1
conb_1	1	1
nor2_1	5	5
buf_6	0	3
and2_4	0	1
buf_2	0	6
==> power groups by stage <==
stage / sequential (mW) / clock, mW / combinational [mW]
4_1_cts: 0 / 0 / 0.0511
5_1_grt: 0 / 0 / 0.0585
6_report: 0 / 0 / 0.0534
==> logic make-up after synthesis <==
logic type | Yosys count | share of synthesized area, %
simple gates | 10 | 47.9
compound gates | 6 | 39.6
buf+inv | 2 | 9.37
other cells | 1 | 3.12
==> cell type report <==
type	count	area (sq um)	area share, %
inverters	1	3.75	1.00
multi-input cells	17	133	35.3
well taps	46	57.6	15.3
repair buffers	22	181	48.3
Power and IR drop assume default switching activity.
